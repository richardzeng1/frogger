`/design/flow/run.sh`:
```
#!/bin/bash
# OpenROAD 26Q1-2900-gdf79404cd8, Yosys 0.63+post, stock flow scripts
make -C /OpenROAD-flow-scripts/flow DESIGN_CONFIG=/design/flow/config.mk WORK_HOME=/design/flow/orfs finish
```
`/design/flow/config.mk`:
```
export PLATFORM = sky130hd
export DESIGN_NAME = datapath
export DESIGN_NICKNAME = datapath
export VERILOG_FILES = /design/flow/design.v
export SDC_FILE = /design/flow/constraint.sdc
export NUM_CORES = 4
export LEC_CHECK = 1
export CORE_UTILIZATION = 40
```
`/design/flow/constraint.sdc`:
```
current_design datapath

set clk_period 3.0
set clk_io_pct 0.2

create_clock -name clk0 -period $clk_period [get_ports {clock}]

set non_clock_inputs [all_inputs -no_clocks]
set_input_delay [expr $clk_period * $clk_io_pct] -clock clk0 $non_clock_inputs
set_output_delay [expr $clk_period * $clk_io_pct] -clock clk0 [all_outputs]
```
`/design/flow/design.v`:
```
module project(
		SW,
		KEY,
		CLOCK_50,
		VGA_CLK,   						 
		VGA_HS,							 
		VGA_VS,							 
		VGA_BLANK_N,						 
		VGA_SYNC_N,						 
		VGA_R,   						 
		VGA_G,	 						 
		VGA_B   						 
	);
	input [9:0] SW;
	input [3:0] KEY;
	input CLOCK_50;
	output			VGA_CLK;   				 
	output			VGA_HS;					 
	output			VGA_VS;					 
	output			VGA_BLANK_N;				 
	output			VGA_SYNC_N;				 
	output	[9:0]	VGA_R;   				 
	output	[9:0]	VGA_G;	 				 
	output	[9:0]	VGA_B;   				 
	wire [7:0] x;
	wire [6:0] y;
	wire load;
	wire move;
	wire counter_en, counter_reset;
	wire erase;
	wire [7:0] x_out;
	wire [6:0] y_out;
	wire [2:0] colour;
	wire frames;
	wire resetn;
	assign resetn = KEY[0];
	wire draw;
	assign draw = KEY[1];
	wire writeEn;
	wire [1:0] add_x, add_y;
	vga_adapter VGA(
		.resetn(resetn),
		.clock(CLOCK_50),
		.colour(colour),
		.x(x_out[7:0]),
		.y(y_out[6:0]),
		.plot(writeEn),
		.VGA_R(VGA_R),
		.VGA_G(VGA_G),
		.VGA_B(VGA_B),
		.VGA_HS(VGA_HS),
		.VGA_VS(VGA_VS),
		.VGA_BLANK(VGA_BLANK_N),
		.VGA_SYNC(VGA_SYNC_N),
		.VGA_CLK(VGA_CLK)
	);
	defparam VGA.RESOLUTION = "160x120";
	defparam VGA.MONOCHROME = "FALSE";
	defparam VGA.BITS_PER_COLOUR_CHANNEL = 1;
	defparam VGA.BACKGROUND_IMAGE = "black.mif";
	datapath d0(
	    .clock(CLOCK_50),
	    .resetn(resetn),
	    .x_in(x[7:0]),
	    .y_in(y[6:0]),
		.load(load),
	    .move(move),
	    .colour_in(SW[9:7]),
	    .counter_en(counter_en),
	    .counter_reset(counter_reset),
	    .erase(erase),
	    .x_out(x_out[7:0]),
	    .y_out(y_out[6:0]),
	    .colour(colour[2:0]),
	    .frames(frames),
		.add_x(add_x[1:0]),
		.add_y(add_y[1:0])
	);
	control c0(
	    .clock(CLOCK_50),
	    .resetn(resetn),
	    .draw(draw),
	    .frames(frames),
	    .x(x[7:0]),
	    .y(y[6:0]),
	    .erase(erase),
	    .load(load),
	    .move(move),
	    .counter_en(counter_en),
	    .counter_reset(counter_reset),
	    .plot(writeEn),
		.add_x(add_x[1:0]),
		.add_y(add_y[1:0])
    );
endmodule
module datapath(
		input clock,
		input resetn,
		input [7:0] x_in,
		input [6:0] y_in,
		input load, move,
		input [2:0] colour_in,
		input counter_en,
		input counter_reset,
		input erase,
		input [1:0] add_x, add_y,
		output [7:0] x_out,
		output [6:0] y_out,
		output [2:0] colour,
		output frames
	);
  assign colour[2:0] = erase ? 3'b000 : colour_in[2:0];
	reg x_dir;
	reg y_dir;
	reg [7:0] x = 8'b00001111;
	reg [6:0] y;
	assign y_out = y + add_y;
	always @ (posedge clock) begin
    	if (~resetn) begin
	      	x <= 0;
	      	y <= 0;
	      	y_dir <= 1'b0;
    	end
	    else if (load) begin
	    	x <= x_in;
	    	y <= y_in;
			y_dir <= 1'b0;
    	end
    	else if (move) begin
    	y <= y_dir ? y - 1'b1 : y + 1'b1;
    	if ((x == 159 && x_dir == 1'b1) || (x == 0 && x_dir == 1'b0))
        	x_dir <= ~x_dir;
    	if ((y == 119 && y_dir == 1'b0))
    		y_dir <= y_dir;
    	end
   	end
	wire fps;
	frame_rate delay_counter(
		.clock(clock),
		.resetn(counter_reset),
		.enable(counter_en),
		.fps(fps)
	);
	frame_counter framed(
		.clock(fps),
		.resetn(counter_reset),
		.enable(counter_en),
		.frames_out(frames)
	);
endmodule
module control(
		input clock,
		input resetn,
		input draw,
		input frames,
		output reg [7:0] x,
		output reg [6:0] y,
		output reg erase,
		output reg load, move,
		output reg counter_en, counter_reset,
		output reg plot,
		output reg [1:0] add_x, add_y
	);
	reg [3:0] county;
	reg [2:0] current_state, next_state;
	localparam  S_DRAW =         4'd0,
				S_DRAW_WAIT =    4'd1,
				S_COUNT_DRAW =   4'd2,
	           	S_WAIT =         4'd3,
				S_COUNT_ERASE =  4'd4,
	           	S_MOVE =         4'd5;
	always @(*)
	begin: state_table
		case (current_state)
			S_DRAW: next_state = draw ? S_DRAW_WAIT : S_DRAW;
      		S_DRAW_WAIT: next_state = draw ? S_DRAW_WAIT : S_COUNT_DRAW;
      		S_COUNT_DRAW: next_state = (county == 4'b1111) ? S_WAIT : S_COUNT_DRAW;
      		S_WAIT: next_state = frames ? S_COUNT_ERASE : S_WAIT;
     		S_COUNT_ERASE: next_state = (county == 4'b1111) ? S_MOVE : S_COUNT_ERASE;
      		S_MOVE: next_state = S_COUNT_DRAW;
			default: next_state = S_DRAW;
		endcase
	end  
	always @(*)
	begin
	    x = 0;
	    y = 0;
	    load = 0;
	    move = 0;
	    erase = 0;
	    counter_en = 0;
	    counter_reset = 1;
    	plot = 0;
	 	add_x = 0;
	 	add_y = 0;
		case (current_state)
      		S_DRAW:   
	        begin
				x = 3'b111;
				y = 0;
				load = 1'b1;
	        end
      		S_COUNT_DRAW:
			begin
				add_x[1:0] = county[1:0];
				add_y[1:0] = county[3:2];
				counter_reset = 1'b0;
		        plot = 1'b1;
			end
      		S_WAIT:
				counter_en = 1'b1;
      		S_COUNT_ERASE:
	        begin
				add_x[1:0] = county[1:0];
				add_y[1:0] = county[3:2];
				erase = 1'b1;
				plot = 1'b1;
	        end
      		S_MOVE:
	        begin
				move = 1'b1;
	        end
		endcase
	end
	always@ (posedge clock) begin
		if (!resetn)
			county <= 4'b0000;
		else if (plot)
			county <= county + 1'b1;
	end
	always@ (posedge clock) begin
		if (!resetn)
			current_state <= S_DRAW;
		else
			current_state <= next_state;
	end
endmodule
module frame_rate(
		input clock,
		input resetn,
		input enable,
		output fps
	);
	reg [19:0] fps_count;
	always @ (posedge clock, negedge resetn) begin
	if (~resetn)
		fps_count <= 833332;
	else if (enable) begin
		if (fps_count == 0)
			fps_count <= 833332;
		else
			fps_count <= fps_count - 1'b1;
		end
	end
	assign fps = (fps_count == 0);
endmodule
module frame_counter(
	input clock,
	input resetn,
	input enable,
	output frames_out);
	reg [3:0] frames;
	always @ (posedge clock, negedge resetn) begin
		if (~resetn)
			frames <= 14;
		else if (enable) begin
			if (frames == 0)
				frames <= 14;
			else
				frames <= frames - 1'b1;
			end
		end
	assign frames_out = (frames == 0);
endmodule
```
==> metrics.csv <==
stage;metric;value;unit
clock_tree;CTS Root Cell;sky130_fd_sc_hd__clkbuf_8;
critical_path;worst setup path startpoint;add_y[0];
power_and_ir_drop;share of total power in combinational logic;32.9;%
power_and_ir_drop;net switching power figure;0.000495;W
grt;GR Util met1;20.3;%
clock_tree;CTS H-tree lvls;1;
timing;Final Worst Setup Slack;0.0248;ns
synthesis;synth unique cells;45;
power_and_ir_drop;clock share of power;15.3;%
synthesis;Gate Count Post-Synth;207;
synthesis;area reported by Yosys stat;0.00196;mm2
timing;Finish-stage setup viols;0;
clock_tree;number of hold buffers added after CTS;0;
clock_tree;clock transition time at the flip-flop clock pins of the worst setup and hold paths;0.09;ns
detailed_routing;final antenna diode count;0;
floorplanning;core region area;0.00472;mm2
timing;number of register pins that no clock reaches;4;
detailed_routing;DRT antenna net count;0;
detailed_routing;TritonRoute pass-1 iters;3;
power_and_ir_drop;switching power share of the total;36.2;%
floorplanning;Boundary Pins;48;
floorplanning;die footprint;0.00518;mm2
critical_path;maximum fanout along the worst path;3;
timing;final tally of max-slew violations;0;
placed_design;detailed placer's ending HPWL;2600;um
cells_and_area;Syn-to-layout area delta;20.6;%
grt;antenna violations before repair;0;
grt;pin count of the biggest net entering global routing;25;
placed_design;DP Cell Count;296;
clock_tree;clock tree from TritonCTS;built;
cells_and_area;Top cells excl fill/tap;sky130_fd_sc_hd__clkdlybuf4s50_1, sky130_fd_sc_hd__nand2_1, sky130_fd_sc_hd__nor2_1, sky130_fd_sc_hd__dfstp_2, sky130_fd_sc_hd__xnor2_1;
detailed_routing;routed via count;1402;
critical_path;kind of start point of the critical path;input port;
power_and_ir_drop;cell internal pwr;0.000872;W
critical_path;worst-case register-to-register setup slack;0.93;ns
power_and_ir_drop;leakage power figure;0.969;nW
timing;f_max;336;MHz
floorplanning;die span in x;72.0;um
power_and_ir_drop;sequential group share of total power;51.8;%
run;total number of warnings across the stage logs;39;
critical_path;family of cells with the greatest summed delay on the critical path;buffers and inverters;
cells_and_area;most common library cell in the layout ignoring fill and taps;sky130_fd_sc_hd__clkdlybuf4s50_1;
timing;final worst-path cycle share;99.2;%
run;number of max-cap violations;0;
cells_and_area;final cell count without fillers;301;
placed_design;Post-Place Setup Slack;-0.0735;ns
synthesis;yosys warns;11;
synthesis;mean instance size in the synthesized netlist;9.46;um2
power_and_ir_drop;Pwr per Cell Area;579;mW/mm2
critical_path;slowest stage cell, crit path;sky130_fd_sc_hd__clkdlybuf4s50_1;
detailed_routing;detail-routed via count per cell;4.66;
critical_path;required time reported for the critical path endpoint;2.40;ns
grt;peak-usage layer in the global routing report;met2;
detailed_routing;mean routed wirelength per cell;11.4;um
floorplanning;height of the chip;72.0;um
cells_and_area;Layout fillers;449;
power_and_ir_drop;Max VDD drop;0.000215;V
timing;Final Hold Violating Endpoints;0;
critical_path;startpoint of the lowest-slack register-to-register path;delay_counter.fps_count[3];
critical_path;buffering stage count on the worst path with inverters included;4;
timing;unrepaired setup endpoints after global routing;yes;
clock_tree;CTS buffer count;3;
synthesis;area of the mapped netlist;0.00196;mm2
detailed_routing;First DRT Iteration DRCs;42;
timing;time the worst path needs with I/O delays and setup;2.98;ns
critical_path;crit path cell chain;clkdlybuf4s50_1, ha_2, inv_1, fa_2, buf_4, xnor2_2, clkdlybuf4s50_1;
placed_design;routability congestion estimate;0.835;
critical_path;kind of end point of the critical path;output pin;
grt;GR Layer Usage met3;1.83;%
power_and_ir_drop;PnR Total Power;0.00137;W
grt;first-pass GRT wire length;5930;um
grt;met2 Track Usage GR;25.5;%
placed_design;number of buffers added on ports;29;
cells_and_area;fraction of final layout cells sized beyond drive strength 1;17.9;%
synthesis;yosys cell count;207;
critical_path;most frequent cell on the critical path;sky130_fd_sc_hd__clkdlybuf4s50_1;
timing;worst clock skew;0.00526;ns
critical_path;critical path start-end classification;in -> out;
status;result of the run;finished clean;
critical_path;arrival time reported for the critical path endpoint;2.38;ns
cells_and_area;multi-input logic area;0.00111;mm2
floorplanning;count of standard-cell rows;25;
critical_path;delay of the slowest critical-path stage;0.46;ns
hold_path;start point of the worst min-delay path;delay_counter.fps_count[18];
hold_path;path category of the worst min-delay check;reg -> reg;
timing;endpoints left unconstrained;5;
synthesis;Seq/Total Area, Yosys;38.7;%
grt;overflow left after global routing;0;
detailed_routing;drt drc;0;
cells_and_area;Storage cell area;758;um2
floorplanning;initial standard-cell utilization of the core;41.5;%
synthesis;total of flip-flops plus latches after synthesis;31;
grt;Total Routing Usage GR;14.4;%
clock_tree;clk latency late pin;0.27;ns
grt;vias in the first global route;1322;
detailed_routing;routed wire length;3450;um
clock_tree;Clock Path Buffers;2;
==> worst paths after layout <==
check / endpoint / depth (start not counted)
worst max-delay path: y_out[2] / 7
worst min-delay path: delay_counter.fps_count[18] / 2
worst max register to register: delay_counter.fps_count[17] / 4
worst min register to register: delay_counter.fps_count[18] / 2
max in group asynchronous: delay_counter.fps_count[18] / 2
min in group asynchronous: delay_counter.fps_count[11] / 2
==> cell type report <==
| cell class | instances | share of cell area, % |
|---|---|---|
| Inverter | 9 | 1.43 |
| Clock inverter | 1 | 0.318 |
| Multi-Input combinational cell | 156 | 46.9 |
| Timing Repair Buffer | 34 | 14.0 |
| Sequential cell | 31 | 32.1 |
| Clock buffer | 3 | 1.75 |
| Tap cell | 67 | 3.55 |
==> Yosys cell counts, drive strengths merged <==
| cell | number | area, um2 |
|---|---|---|
| fa | 1 | 20.0 |
| and2 | 5 | 31.3 |
| and4 | 2 | 17.5 |
| o21a | 2 | 15.0 |
| dfstp | 14 | 368 |
| o31ai | 2 | 15.0 |
| nor4b | 3 | 53.8 |
| or4 | 5 | 41.3 |
| nor3 | 3 | 15.0 |
| clkbuf | 5 | 18.8 |
| dfrtp | 10 | 250 |
| nand2 | 21 | 78.8 |
| o22ai | 1 | 6.26 |
| o311a | 1 | 10.0 |
| mux2i | 1 | 10.0 |
| inv | 9 | 33.8 |
| a22oi | 1 | 7.51 |
| and3 | 1 | 6.26 |
| nand2b | 3 | 18.8 |
| ha | 7 | 87.6 |
| o31a | 1 | 8.76 |
| a21oi | 3 | 15.0 |
| nand4 | 7 | 50.1 |
| nor4bb | 2 | 20.0 |
| or4b | 1 | 10.0 |
| nand3b | 1 | 7.51 |
| nor3b | 2 | 15.0 |
| or3 | 2 | 12.5 |
| buf | 13 | 92.6 |
| or3b | 1 | 8.76 |
| nor4 | 8 | 87.6 |
| o21ai | 13 | 65.1 |
| xnor2 | 14 | 123 |
| conb | 1 | 3.75 |
| dfxtp | 7 | 140 |
| xor2 | 10 | 87.6 |
| nor2b | 5 | 31.3 |
| nand3 | 3 | 15.0 |
| nor2 | 16 | 60.1 |
==> kinds of logic (layout without fill, tap and decap cells) <==
logic type,count (synthesis),in the layout,synth area share [%]
other cells,1,8,0.192
flops,31,31,38.7
buf+inv,27,47,7.41
mux,1,1,0.511
simple gates,91,91,29.6
compound gates,24,24,7.28
fa+ha+maj,8,8,5.50
xor+xnor,24,24,10.7
==> through the flow <==
| stage | TNS [ns] | util [%] | hold WS [ns] | area [um2] |
|---|---|---|---|---|
| floorplan | 0 | - | 0.304 | 1980 |
| detailed placement | -0.174 | 48.2 | 0.501 | 2280 |
| finish | 0 | 50.0 | 0.521 | 2360 |
| global route | -0.126 | 50.0 | 0.556 | 2360 |
| CTS | -0.0174 | 49.4 | 0.517 | 2330 |
| global placement | -0.210 | 48.2 | 0.490 | 2280 |
==> layer usage <==
layer | part of all wire [%] | vias up
met4 | 1.1 | 0
met2 | 47 | 30
met1 | 49 | 617
li1 | - | 750
met3 | 3.3 | 5
met5 | 0 | -
==> registers in the layout, summed over array words and instances, names as in the netlist <==
register	flops
framed.frames	4
y	7
delay_counter.fps_count	20
==> power by group through the flow <==
stage     Sequential [W]  Clock (W)  Combinational, W
4_1_cts         0.000708   0.000225          0.000452
5_1_grt         0.000736   0.000234          0.000511
6_report        0.000708   0.000209          0.000450
==> worst reg2reg max path: stages (launching register included) <==
cell and delay, ns:
sky130_fd_sc_hd__dfrtp_1 0.46, sky130_fd_sc_hd__or4_1 0.73, sky130_fd_sc_hd__nor2_1 0.24, sky130_fd_sc_hd__and3_1 0.36, sky130_fd_sc_hd__a22oi_1 0.15
==> timing repair <==
item	CTS	global route
buffers inserted	0	1
endpoints found under the setup margin	3	4
gates resized	2	6
pin swaps	1	2
Power figures rest on the tool's default switching activity, not on a simulated workload.
